**design/flow/run.sh**
```bash
#!/bin/bash
# OpenROAD 26Q1-2900-gdf79404cd8, Yosys 0.63+post, stock flow scripts
make -C /OpenROAD-flow-scripts/flow DESIGN_CONFIG=/design/flow/config.mk WORK_HOME=/design/flow/orfs finish
```
**design/flow/config.mk**
```make
export PLATFORM = sky130hd
export DESIGN_NAME = Converter_ItF_Block
export DESIGN_NICKNAME = Converter_ItF_Block
export VERILOG_FILES = /design/flow/design.v
export SDC_FILE = /design/flow/constraint.sdc
export NUM_CORES = 4
export LEC_CHECK = 1
export CORE_UTILIZATION = 50
```
**design/flow/constraint.sdc**
```tcl
current_design Converter_ItF_Block

set clk_period 3.8
set clk_io_pct 0.2

create_clock -name clk0 -period $clk_period [get_ports {CLK}]

set non_clock_inputs [all_inputs -no_clocks]
set_input_delay [expr $clk_period * $clk_io_pct] -clock clk0 $non_clock_inputs
set_output_delay [expr $clk_period * $clk_io_pct] -clock clk0 [all_outputs]
```
**design/flow/design.v**
```verilog
module Int_to_Float (d,a,p_lost);  
input wire [31:0] d;  
output wire [31:0] a;  
output wire p_lost;  
wire sign = d[31];  
wire [31:0] f5 = sign? -d : d;  
wire [31:0] f4,f3,f2,f1,f0;
wire [4:0] sa;  
assign sa[4] = ~|f5[31:26];
assign f4 = sa[4]? {f5[15:0],16'b0} : f5;
assign sa[3] =~|f4[31:24];  
assign f3 = sa[3]? {f4[23:0], 8'b0} : f4;
assign sa[2] =~|f3[31:28];  
assign f2 = sa[2]? {f3[27:0], 4'b0} : f3;
assign sa[1] =~|f2[31:30];  
assign f1 = sa[1]? {f2[29:0], 2'b0} : f2;
assign sa[0] =~f1[31];  
assign f0 = sa[0]? {f1[30:0], 1'b0} : f1;
assign p_lost = |f0[7:0];  
wire [22:0] fraction = f0[30:8];  
wire [7:0] exponent = 8'h9e - {3'h0,sa};  
assign a = (d == 0)? 0 : {sign,exponent,fraction};
endmodule
module ItF (
    Float_Out,Int_In,clk,clr,Out_Enable
);
    input wire [31:0] Int_In;
    output wire [31:0] Float_Out;
    input clk,clr,Out_Enable;
    wire [31:0] ItF_to_Reg;
    Int_to_Float Module1 (
        .d(Int_In),
        .a(ItF_to_Reg),
        .p_lost()
    );
    Reg Module2 (
        .Result(Float_Out),
        .Float_In(ItF_to_Reg),
        .clk(clk),
        .clr(clr),
        .enable(Out_Enable)
    );
endmodule
module Reg (
    Result,Float_In,clk,clr,enable
);
    input wire clk,clr,enable;
    input wire [31:0] Float_In;
    output reg [31:0] Result;
    always @(posedge clk) begin
        if(~clr) Result <= 32'b0;
        else if (enable) Result <= Float_In;
        else Result <= Result;
    end
endmodule
module Converter_ItF_Block (
    Red_Out,Green_Out,Blue_Out,Red_In,Green_In,Blue_In,CLK,CLEAR, ENABLE_IN,ENABLE_OUT
);
    input   wire [7:0] Red_In,Green_In,Blue_In;
    input   wire CLK,CLEAR,ENABLE_IN,ENABLE_OUT;
    output  wire [31:0] Red_Out,Green_Out,Blue_Out;
    wire [7:0] Red_to_Reg,Green_to_Reg,Blue_to_Reg;
    Reg_Out Reg_Red(
        .Data_Out(Red_to_Reg),
        .Data_In(Red_In),
        .Enable(ENABLE_IN),
        .CLK(CLK),
        .CLEAR(CLEAR)
    );
    Reg_Out Reg_Green( 
        .Data_Out(Green_to_Reg),
        .Data_In(Green_In),
        .Enable(ENABLE_IN),
        .CLK(CLK),
        .CLEAR(CLEAR)
    );
    Reg_Out Reg_Blue(
        .Data_Out(Blue_to_Reg),
        .Data_In(Blue_In),
        .Enable(ENABLE_IN),
        .CLK(CLK),
        .CLEAR(CLEAR)
    );
    ItF RED (
        .Int_In({24'h0,Red_to_Reg}),
        .Float_Out(Red_Out),
        .clk(CLK),
        .clr(CLEAR),
        .Out_Enable(ENABLE_OUT)
    );
    ItF GREEN (
        .Int_In({24'h0,Green_to_Reg}),
        .Float_Out(Green_Out),
        .clk(CLK),
        .clr(CLEAR),
        .Out_Enable(ENABLE_OUT)
    );
    ItF BLUE (
        .Int_In({24'h0,Blue_to_Reg}),
        .Float_Out(Blue_Out),
        .clk(CLK),
        .clr(CLEAR),
        .Out_Enable(ENABLE_OUT)
    );
endmodule
module Reg_Out (
    Data_Out,Data_In,Enable,CLK,CLEAR
);
    input   [7:0] Data_In;
    input       Enable,CLK,CLEAR;
    output reg  [7:0] Data_Out;
    always @(posedge CLK) begin
        if (Enable) begin
            Data_Out <= Data_In;
        end
        else if (~CLEAR) begin
            Data_Out <= 8'b0;
        end
        else begin
            Data_Out <= Data_Out;
        end
    end
endmodule
```
==> changes_impl.md <==
### Metrics

- Floorplan utilization: 51.4%
- MUX area fraction: 2.73%
- HP Class: reg -> reg
- Worst-Skew Late Latency: 0.33 ns
- Total power: 1.72 mW
- Share of cells above drive strength 1: 8.97%
- Worst Hold Path EP: GREEN.Module2.Result[17]
- VDD IR-drop max: 214 uV
- WP data required: 4.02 ns
- Buf/Inv on CP: 3
- DR iter-0 viols: 122
- CTS tree: built
- Sequential area share after synthesis: 40.5%
- Adder share: 1.01%
- Critical-path cell with the highest stage delay: inv_1
- Largest net degree at the start of global routing: 31
- Die Wd: 88.1 um
- Compound Share, Synth: 22.9%
- DRT Wirelength: 7.37 mm
- Yosys cell count: 378
- Root buf cell: clkbuf_8
- Commonest non-fill, non-tap cells in the layout: clkdlybuf4s50_1 (72), conb_1 (51), dfxtp_1 (39)
- Clock transition at path regs: 0.06 ns
- Initial antenna violation count: 0
- Setup violators final: 0
- AND/OR/NAND/NOR Cells, Area Fraction: 17.7%
- Reg-to-reg endpoint: BLUE.Module2.Result[25]
- Core box area: 0.00721 mm^2
- Crit path from: ENABLE_OUT
- PD cells: 388 mW/mm^2
- Worst R2R Setup Slack: 1.84 ns
- Post-CTS sizing: 0
- Setup Total Neg Slack: 0 ns
- Max-cap viol count: 0
- Synthesized cell area: 0.00371 mm^2
- Via count: 2830
- Slew headroom: 53.2%
- Yosys chip area: 0.00371 mm^2
- Clock buffer depth: 2
- First-pass GRT wire length: 11.9 mm
- DR DRC count: 0
- Post-Syn Instances: 378
- Hold Startpoint: GREEN.Module2.Result[17]
- Maximum clock rate: 0.424 GHz
- Top cells by area: dfxtp_1 (21%), edfxtp_1 (19%), buf_4 (12%)
- I/O Buffers: 72
- Worst hold path depth: 2
- Largest area contributor in the synthesized netlist: dfxtp_1
- Pre-Repair DR Iteration Count: 4
- Worst Setup End Kind: flop
- Tool warnings: 27
- Post-CTS Setup Inserts: 0
- Critical-path cell list: clkdlybuf4s50_1 > buf_4 > inv_1 > a31oi_1 > a32o_1 > a32o_1
- Final period util: 62.1%
- Clock sink count: 63
- Detailed placement HPWL: 5.39 mm
- Cell Type Count: 50
- Most common cell after layout, fill and taps aside: clkdlybuf4s50_1
- Max Fanout on Critical Path: 23
- Top area contributor share: 21.1%
- Tmin final: 2.36 ns
- H-Tree Depth: 3
- Main synth FF type: dfxtp_1
- Vias in the first global route: 2474
- Num CTS Buffers: 9
- Max incr delay on CP: 0.54 ns
- Final Skew: 0.00791 ns
- Static Leak: 1.74 nW
- Io pins: 124
- Number of synthesized flops with an enable pin: 24
- Layout area overhead: 19.6%
- Worst slew pin tran: 0.701 ns
- Final Hold Viols: 0
- Final tally of max-slew violations: 0
- Flops after synth: 63
- Data arrival, critical path: 2.58 ns
- Final RePlAce weighted congestion: 0.867
- CP most frequent cell: a32o_1
- Critical path class: in -> reg
- DIE HEIGHT: 88.1 um
- Syn_area_per_cell: 9.81 um^2
- Vias/cell: 5.19
- Critical R2R Launch: Reg_Blue.Data_Out[4]
- Reg2Reg Depth: 6
- Post-synth ARST share: 0%
- Hold bufs inserted after CTS: 0
- GRT Util Overall: 20.3%
- Grt ovf: 0
- Top non-seq family: AND-OR/OR-AND gates
- RSZ-0062 raised after global routing: false
- YS warnings: 2
- Outcome: finished, final reports clean
- CP delay by family, top: buffers and inverters
- WL per Instance: 13.5 um
- Post-Synth XOR/XNOR Area: 0%
- Ant. Diodes: 0
- DRT antenna net count: 0
- Row cnt: 31
- Chip Area: 0.00777 mm^2
- CP Launch Type: primary input
-- worst register-to-register path, delay by kind of cell (launching register included) --
kind	cells	cell delay [ns]
AND-OR/OR-AND	3	0.79
buffers and inverters	1	0.13
AND/OR/NAND/NOR	1	0.13
adder cells (fa/ha/maj)	1	0.22
flip-flops	1	0.64
-- flip-flops by register name (all words and copies together) (netlist names) --
register	flops
GREEN.Module2.Result	13
RED.Module2.Result	13
Reg_Red.Data_Out	8
Reg_Green.Data_Out	8
Reg_Blue.Data_Out	8
BLUE.Module2.Result	13
-- worst max path at each step --
stage                                     end  slack (ns)  cells after the start
final                 BLUE.Module2.Result[17]        1.44                      6
after CTS                Reg_Blue.Data_Out[1]        1.45                      3
after global routing     Reg_Blue.Data_Out[2]        1.33                      3
-- per-layer routing --
layer  track usage [%]  vias up  routed length (um)
li1                  -     1381                   -
met1              31.0     1299                3320
met2              29.9      133                3300
met3              6.30       17                 585
met4              4.25        0                 167
met5                 0        -                   0
-- cell usage after synthesis (4+ instances only) --
cell type	instances
a21oi_1	17
o21ai_4	4
mux2i_1	9
nor2b_1	5
and2_1	38
nand3_1	4
nand2b_1	6
o21ai_0	13
o2bb2ai_1	10
nand2_1	25
o21ai_1	4
buf_4	57
inv_1	9
a32o_1	7
nor2_1	8
a22o_1	13
edfxtp_1	24
a32oi_1	4
clkbuf_1	12
a21boi_0	4
nor2_2	4
and3_1	8
dfxtp_1	39
-- cell families after synthesis --
logic type	count (synthesis)
buffers and inverters	85
and+or+nand+nor	111
AOI/OAI and AO/OA	105
muxes	10
DFF	63
adders and majority gates	3
other	1
-- final cells by class --
cell class	count	area, um^2
Fill cell	597	2780
Tap cell	99	124
Clock inverter	6	51.3
Clock buffer	10	128
Timing Repair Buffer	77	758
Inverter	10	37.5
Sequential cell	63	1500
Multi-Input combinational cell	280	1840
-- power by group --
part | internal, mW | total (mW) | switching, mW
combinational | 0.196 | 0.355 | 0.159
sequential | 0.763 | 0.830 | 0.0677
clock | 0.294 | 0.536 | 0.242
-- metrics by stage --
| step | util [%] | hold slack (ns) | worst slack, ns | area (um^2) | std cells |
|---|---|---|---|---|---|
| detailed placement | 59.0 | 0.452 | 1.10 | 4260 | 529 |
| global route | 61.5 | 0.487 | 1.33 | 4440 | 545 |
| CTS | 61.5 | 0.468 | 1.45 | 4440 | 545 |
| finish | 61.5 | 0.459 | 1.44 | 4440 | 545 |
| floorplan | - | 0.401 | 1.89 | 3900 | 428 |
| global placement | 59.0 | 0.443 | 1.13 | 4260 | 529 |
Power and IR drop assume default switching activity.
