==> ./design.v <==
module Alignment (
    small_frac27,large_frac24,Infinity_NaN_fraction,temp_exp,Result_is_NaN,Result_is_inf,sign,op_sub,OpA,OpB,Sub_Signal
);
    input [31:0] OpA,OpB;
    input Sub_Signal;
    output [26:0] small_frac27;
    output [23:0] large_frac24;
    output [22:0] Infinity_NaN_fraction;
    output [7:0] temp_exp;
    output Result_is_NaN,Result_is_inf,sign,op_sub;
    wire exchange = (OpB[30:0] > OpA[30:0]);  
    wire [31:0] number_large = exchange? OpB : OpA;
    wire [31:0] number_small = exchange? OpA : OpB;
    wire number_large_hidden_bit = |number_large[30:23];
    wire number_small_hidden_bit = |number_small[30:23];
    wire [23:0] large_frac24 = {number_large_hidden_bit, number_large[22:0]};
    wire [23:0] number_small_frac24 = {number_small_hidden_bit, number_small[22:0]}; 
    assign temp_exp = number_large[30:23]; 
    assign sign = exchange? Sub_Signal ^ OpB[31] : OpA[31];
    assign op_sub = Sub_Signal ^ number_large[31] ^ number_small[31];
    wire number_large_expo_is_ff = &number_large[30:23];  
    wire number_small_expo_is_ff = &number_small[30:23];
    wire number_large_fraction_is_00 = ~|number_large[22:0];
    wire number_small_fraction_is_00 = ~|number_small[22:0];
    wire number_large_is_infinity = number_large_expo_is_ff & number_large_fraction_is_00;  
    wire number_small_is_infinity = number_small_expo_is_ff & number_small_fraction_is_00; 
    wire number_large_is_NaN = number_large_expo_is_ff & ~number_large_fraction_is_00;  
    wire number_small_is_NaN = number_small_expo_is_ff & ~number_small_fraction_is_00;
    assign Result_is_inf = number_large_is_infinity | number_small_is_infinity;
    wire Result_is_NaN = number_large_is_NaN | number_small_is_NaN | ((Sub_Signal ^ number_small[31]^number_large[31]) & number_large_is_infinity & number_small_is_infinity);
    wire [22:0] NaN_fraction = (OpA[21:0] > OpB[21:0]) ? {1'b1,OpA[21:0]} : {1'b1,OpB[21:0]} ; 
    assign Infinity_NaN_fraction = Result_is_NaN ? NaN_fraction : 23'h0;
    wire [7:0] Exp_Sub = number_large[30:23] - number_small[30:23];
    wire small_den_only = (number_large[30:23] != 0) & (number_small[30:23] == 0);
    wire [7:0] Shift_Amout = small_den_only? Exp_Sub - 8'h1 : Exp_Sub;
    wire [49:0] small_frac50 = (Shift_Amout >=26)? {26'h0,number_small_frac24} : {number_small_frac24,26'h0} >> Shift_Amout;
    assign small_frac27 = {small_frac50[49:24] , |small_frac50[23:0]};
endmodule
module Calculation (
    Calculation_Frac, Small_Frac27,Large_Frac24,Sub_Signal
);
    input wire [23:0] Large_Frac24;
    input wire        Sub_Signal;
    input wire [26:0] Small_Frac27;
    output wire[27:0] Calculation_Frac;
    wire [27:0] Aligned_Large_Frac = {1'b0,Large_Frac24,3'b000};
    wire [27:0] Aligned_Small_Frac = {1'b0,Small_Frac27};
    assign Calculation_Frac = Sub_Signal? Aligned_Large_Frac - Aligned_Small_Frac : Aligned_Large_Frac + Aligned_Small_Frac;      
endmodule
module FPA_Pipeline (
    Result, Enable_Reg0,Enable_Reg1,Sub_Signal,Rm,OpA,OpB,Clk,Clear
);
    input Clk,Clear,Enable_Reg0,Enable_Reg1;
    input [31:0] OpA,OpB;
    input [1:0] Rm;
    input Sub_Signal;
    output [31:0] Result;
    wire [26:0] Alignment_Small_Frac;
    wire [23:0] Alignment_Large_Frac;
    wire [22:0] Alignment_Infinity_NaN_Frac;
    wire  [7:0] Alignment_Exp;
    wire Alignment_is_NaN, Alignment_is_Infinity;
    wire Alignment_Sign;
    wire Alignment_Op_Sub;
    Alignment Al_State (
        .small_frac27(Alignment_Small_Frac),
        .large_frac24(Alignment_Large_Frac),
        .Infinity_NaN_fraction(Alignment_Infinity_NaN_Frac),
        .temp_exp(Alignment_Exp),
        .Result_is_NaN(Alignment_is_NaN),
        .Result_is_inf(Alignment_is_Infinity),
        .sign(Alignment_Sign),
        .op_sub(Alignment_Op_Sub),
        .OpA(OpA),
        .OpB(OpB),
        .Sub_Signal(Sub_Signal)
    );
    wire [26:0] Calculation_Small_Frac;
    wire [23:0] Calculation_Large_Frac;
    wire [22:0] Calculation_Infinity_NaN_Frac;
    wire [7:0] Calculation_Exp;
    wire [1:0] Calculation_Rm;
    wire Calculation_is_NaN,Calculation_is_Infinity;
    wire Calculation_Sign;
    wire Calculation_Op_Sub;
    Regsister_Aligment_to_Calculation RAtC (
        .Calculation_Small_Frac(Calculation_Small_Frac), 
        .Calculation_Large_Frac(Calculation_Large_Frac),
        .Calculation_Infinity_NaN_Frac(Calculation_Infinity_NaN_Frac), 
        .Calculation_Exp(Calculation_Exp), 
        .Calculation_Rm(Calculation_Rm), 
        .Calculation_is_NaN(Calculation_is_NaN), 
        .Calculation_is_Infinity(Calculation_is_Infinity),
        .Calculation_Sign(Calculation_Sign),
        .Calculation_Sub_Signal(Calculation_Op_Sub),
        .Alignment_Small_frac(Alignment_Small_Frac),
        .Alignment_Large_frac(Alignment_Large_Frac), 
        .Alignment_Infinity_NaN_frac(Alignment_Infinity_NaN_Frac),
        .Alignment_Exp(Alignment_Exp),
        .Alignment_Rm(Rm),
        .Alignment_is_NaN(Alignment_is_NaN),
        .Alignment_is_Infinity(Alignment_is_Infinity),
        .Alignment_Sign(Alignment_Sign),
        .Alignment_Sub_Signal(Alignment_Op_Sub),
        .Value_In(Enable_Reg0),
        .Clk(Clk),
        .Clear(Clear)
    );
    wire [27:0] Calculation_Frac;
    Calculation Cal_State (
        .Calculation_Frac(Calculation_Frac), 
        .Small_Frac27(Calculation_Small_Frac),
        .Large_Frac24(Calculation_Large_Frac),
        .Sub_Signal(Calculation_Op_Sub)
    );
    wire [27:0] Normalization_Frac;
    wire [22:0] Normalization_Infinity_NaN_Frac;
    wire  [7:0] Normalization_Exp;
    wire  [1:0] Normalization_Rm;
    wire        Normalization_is_NaN,Normalization_is_Infinity;
    Regsister_Calculation_to_Normalization RCtN (
        .Normalization_is_NaN(Normalization_is_NaN), 
        .Normalization_is_Infinite(Normalization_is_Infinity), 
        .Normalization_Sign(Normalization_Sign), 
        .Normalization_Rm(Normalization_Rm), 
        .Normalization_Exp(Normalization_Exp), 
        .Normalization_Infinity_NaN_Frac(Normalization_Infinity_NaN_Frac), 
        .Normalization_Frac(Normalization_Frac),
        .Clk(Clk),
        .Clear(Clear),
        .Value_In(Enable_Reg1),
        .Calculation_is_NaN(Calculation_is_NaN), 
        .Calculation_is_Infinite(Calculation_is_Infinity), 
        .Calculation_Sign(Calculation_Sign), 
        .Calculation_Rm(Calculation_Rm), 
        .Calculation_Exp(Calculation_Exp), 
        .Calculation_Infinity_NaN_Frac(Calculation_Infinity_NaN_Frac), 
        .Calculation_Frac(Calculation_Frac)
    );
    Normalization Norm_State (
        .Result(Result),
        .Sign(Normalization_Sign),
        .Result_is_NaN(Normalization_is_NaN),
        .Result_is_Infinity(Normalization_is_Infinity), 
        .Rm(Normalization_Rm), 
        .Temp_Exp(Normalization_Exp), 
        .Infinity_NaN_Frac(Normalization_Infinity_NaN_Frac), 
        .Calculation_Frac(Normalization_Frac)
    );
endmodule
module Normalization (
    Result,Sign,Result_is_NaN,Result_is_Infinity, Rm, Temp_Exp, Infinity_NaN_Frac, Calculation_Frac,Value_Out
);
    input [27:0] Calculation_Frac ;
    input [22:0] Infinity_NaN_Frac;
    input [7:0] Temp_Exp;
    input [1:0] Rm;
    input Result_is_NaN,Result_is_Infinity;
    input Sign;
    output Value_Out;
    output [31:0] Result;
    wire [26:0] F4,F3,F2,F1,F0;
    wire [4:0] Zeros;
    assign Zeros[4] = ~|Calculation_Frac[26:11];
    assign F4 = Zeros[4]?  {Calculation_Frac[10:0],16'b0} : Calculation_Frac[26:0];
    assign Zeros[3] = ~|F4[26:19];
    assign F3 = Zeros[3]? {F4[18:0],8'b0} : F4;
    assign Zeros[2] = ~|F3[26:23] ;
    assign F2 = Zeros[2]? {F3[22:0],4'b0} : F3;
    assign Zeros[1] = ~|F2[26:25];
    assign F1 = Zeros[1]? {F2[24:0],2'b0} : F2;
    assign Zeros[0] = ~F1[26];
    assign F0 = Zeros[0] ? {F1[25:0],1'b0}: F1;
    reg [26:0] Frac0;
    reg [7:0] Exp0;
    always @* begin
        if (Calculation_Frac[27]) begin
            Frac0 = Calculation_Frac[27:1];
            Exp0 = Temp_Exp + 8'h1;
        end
        else begin
            if ((Temp_Exp>Zeros) && (F0[26])) begin
                Exp0 = Temp_Exp - Zeros;
                Frac0 = F0;
            end
            else begin
                Exp0 = 0 ;
                if (Temp_Exp !=0) Frac0 = Calculation_Frac[26:0] << (Temp_Exp - 8'h1);
                else Frac0 = Calculation_Frac[26:0];
            end
        end
    end
    wire Frac_Plus_1 =  ~Rm[1] & ~Rm[0] &  Frac0[2] & (Frac0[1] |  Frac0[0])             | 
                        ~Rm[1] & ~Rm[0] &  Frac0[2] & ~Frac0[1] & ~Frac0[0]  &  Frac0[3] | 
                        ~Rm[1] &  Rm[0] & (Frac0[2]|   Frac0[1] |  Frac0[0]) &  Sign     |
                         Rm[1] & ~Rm[0] & (Frac0[2]|   Frac0[1] |  Frac0[0]) & ~Sign     ;
    wire [24:0] Frac_Round = {1'b0, Frac0[26:3]} + Frac_Plus_1;
    wire  [7:0] Exponent = Frac_Round[24]? Exp0 + 8'h1 :Exp0;
    wire        Overflow = &Exp0 | &Exponent;
    assign Result = Final_Result (Overflow,Rm,Sign,Result_is_NaN,Result_is_Infinity,Exponent,Frac_Round[22:0], Infinity_NaN_Frac);
    assign Value_Out = 1'b1;
    function [31:0] Final_Result;
        input Overflow;
        input [1:0] Rm;
        input Sign,Is_NaN,Is_Infinity;
        input [7:0] Exponent;
        input [22:0] Fraction,Infinity_NaN_Frac;
        casex ({Overflow,Rm,Sign,Is_NaN,Is_Infinity})
            6'b1_00_x_0_x: Final_Result = {Sign,8'hff,23'h0000000};  
            6'b1_01_0_0_x:  Final_Result = {Sign,8'hfe,23'h7ffffff};
            6'b1_01_1_0_x:  Final_Result = {Sign,8'hff,23'h0000000};
            6'b1_10_0_0_x:  Final_Result = {Sign,8'hff,23'h0000000};
            6'b1_10_1_0_x:  Final_Result = {Sign,8'hfe,23'h7ffffff};
            6'b1_11_x_0_x:  Final_Result = {Sign,8'hfe,23'h7ffffff};
            6'b0_xx_x_0_0:  Final_Result = {Sign,Exponent,Fraction};
            6'bx_xx_x_1_x:  Final_Result = {Sign,8'hff,Infinity_NaN_Frac};
            6'bx_xx_x_0_1:  Final_Result = {Sign,8'hff,Infinity_NaN_Frac};
            default:        Final_Result = {Sign,8'h00,23'h000000};    
        endcase
    endfunction
endmodule
module Regsister_Aligment_to_Calculation (
    Calculation_Small_Frac, Calculation_Large_Frac,Calculation_Infinity_NaN_Frac, Calculation_Exp, Calculation_Rm, Calculation_is_NaN, Calculation_is_Infinity,Calculation_Sign, Calculation_Sub_Signal,Alignment_Small_frac,Alignment_Large_frac, Alignment_Infinity_NaN_frac,Alignment_Exp,Alignment_Rm,Alignment_is_NaN,Alignment_is_Infinity,Alignment_Sign,Alignment_Sub_Signal,Value_In,Clk,Clear
);
    input [26:0] Alignment_Small_frac;
    input [23:0] Alignment_Large_frac;
    input [22:0] Alignment_Infinity_NaN_frac;
    input  [7:0] Alignment_Exp;
    input  [1:0] Alignment_Rm;
    input        Alignment_is_Infinity,Alignment_Sign,Alignment_Sub_Signal,Alignment_is_NaN;
    input        Value_In,Clk,Clear;
    output reg [26:0] Calculation_Small_Frac; 
    output reg [23:0] Calculation_Large_Frac;
    output reg [22:0] Calculation_Infinity_NaN_Frac; 
    output reg  [7:0] Calculation_Exp;
    output reg  [1:0] Calculation_Rm;
    output reg        Calculation_is_NaN, Calculation_is_Infinity,Calculation_Sign, Calculation_Sub_Signal;
    always @(posedge Clk or negedge Clear) begin
        if (~Clear) begin
            Calculation_Rm                  <=0;
            Calculation_is_NaN              <=0;
            Calculation_is_Infinity         <=0;
            Calculation_Infinity_NaN_Frac   <=0;
            Calculation_Sign                <=0;
            Calculation_Exp                 <=0;
            Calculation_Sub_Signal          <=0;
            Calculation_Large_Frac          <=0;
            Calculation_Small_Frac          <=0;
        end
        else if (Value_In) begin
            Calculation_Rm                  <=Alignment_Rm;
            Calculation_is_NaN              <=Alignment_is_NaN;
            Calculation_is_Infinity         <=Alignment_is_Infinity;
            Calculation_Infinity_NaN_Frac   <=Alignment_Infinity_NaN_frac;
            Calculation_Sign                <=Alignment_Sign;
            Calculation_Exp                 <=Alignment_Exp;
            Calculation_Sub_Signal          <=Alignment_Sub_Signal;
            Calculation_Large_Frac          <=Alignment_Large_frac;
            Calculation_Small_Frac          <=Alignment_Small_frac;
        end
    end
endmodule
module Regsister_Calculation_to_Normalization (
    Normalization_is_NaN, Normalization_is_Infinite, Normalization_Sign, Normalization_Rm, Normalization_Exp, Normalization_Infinity_NaN_Frac, Normalization_Frac,Clk,Clear,Value_In,Calculation_is_NaN, Calculation_is_Infinite, Calculation_Sign, Calculation_Rm, Calculation_Exp, Calculation_Infinity_NaN_Frac, Calculation_Frac    
);  
    input [27:0] Calculation_Frac;
    input [22:0] Calculation_Infinity_NaN_Frac;
    input  [7:0] Calculation_Exp;
    input  [1:0] Calculation_Rm;
    input        Calculation_is_NaN, Calculation_is_Infinite, Calculation_Sign;
    input Value_In,Clk,Clear;
    output reg [27:0] Normalization_Frac;
    output reg [22:0] Normalization_Infinity_NaN_Frac;
    output reg [7:0] Normalization_Exp;
    output reg [1:0] Normalization_Rm;
    output reg Normalization_is_NaN, Normalization_is_Infinite, Normalization_Sign;
    always @(posedge Clk or negedge Clear) begin
        if (~Clear) begin
            Normalization_Rm                <= 0;
            Normalization_is_NaN            <= 0;
            Normalization_is_Infinite       <= 0;
            Normalization_Infinity_NaN_Frac <= 0;
            Normalization_Sign              <= 0;
            Normalization_Exp               <= 0;
            Normalization_Frac              <= 0;
        end
        else if (Value_In) begin
            Normalization_Rm                <= Calculation_Rm;
            Normalization_is_NaN            <= Calculation_is_NaN;
            Normalization_is_Infinite       <= Calculation_is_Infinite;
            Normalization_Infinity_NaN_Frac <= Calculation_Infinity_NaN_Frac;
            Normalization_Sign              <= Calculation_Sign;
            Normalization_Exp               <= Calculation_Exp;
            Normalization_Frac              <= Calculation_Frac;
        end
    end
endmodule
==> ./run.sh <==
#!/bin/bash
# OpenROAD 26Q1-2900-gdf79404cd8, Yosys 0.63+post, stock flow scripts
make -C /OpenROAD-flow-scripts/flow DESIGN_CONFIG=/design/flow/config.mk WORK_HOME=/design/flow/orfs finish
==> ./config.mk <==
export PLATFORM = sky130hd
export DESIGN_NAME = FPA_Pipeline
export DESIGN_NICKNAME = FPA_Pipeline
export VERILOG_FILES = /design/flow/design.v
export SDC_FILE = /design/flow/constraint.sdc
export NUM_CORES = 4
export LEC_CHECK = 1
export CORE_UTILIZATION = 40
==> ./constraint.sdc <==
current_design FPA_Pipeline

set clk_period 21.0
set clk_io_pct 0.2

create_clock -name clk0 -period $clk_period [get_ports {Clk}]

set non_clock_inputs [all_inputs -no_clocks]
set_input_delay [expr $clk_period * $clk_io_pct] -clock clk0 $non_clock_inputs
set_output_delay [expr $clk_period * $clk_io_pct] -clock clk0 [all_outputs]
==> results.py <==
# Physical implementation metrics
metrics = {
    "outcome": {
        "outcome": "finished, final reports clean",
    },
    "setup_path": {
        "worst_ep_required_time_ns": 16.80,
        "worstReg2RegEnd": "RCtN.Normalization_Frac[27]$_DFFE_PN0P_",
        "crit_path_end_kind": "output port",
        "path_delay_family": "AND-OR/OR-AND gates",
        "critPathMaxFanout": 28,
        "worst-path-stages": 34,
        "critPathKind": "reg -> out",
        "arrival_ns": 10.70,
        "rrSetupSlack_ns": 16.44,
        "worst-path-buf-inv": 5,
        "max_stage_delay_ns": 0.97,
        "endpoint": "Result[9]",
        "start_kind": "flop",
        "crit_start": "RCtN.Normalization_Frac[23]$_DFFE_PN0P_",
        "cp_common_cell": "a21oi_1",
        "crit_path_top_delay_cell": "or4_1",
        "rr_startpoint": "RAtC.Calculation_Small_Frac[3]$_DFFE_PN0P_",
        "ff2ff_path_depth": 17,
    },
    "detailed_routing": {
        "drt_iter0_markers": 2253,
        "diodes": 0,
        "ant_nets": 0,
        "firstDrtPassIters": 6,
        "wl_per_cell_um": 25.7,
        "vias": 19300,
        "drc_errors": 0,
        "viasPerCell": 6.43,
        "wl_um": 77300,
    },
    "place": {
        "portBuffers": 102,
        "gp_congestion": 1.04,
        "dp_slack_ns": 6.71,
        "dpl.hpwl_um": 58300,
        "placed_area_mm2": 0.0198,
    },
    "flow_run": {
        "maxCapViolations": 0,
        "log.warning_count": 73,
    },
    "sta": {
        "rsz0062_at_grt": "no",
        "clock_skew_ns": 0.0112,
        "hold_viol_final": 0,
        "worst_pin_slew_ns": 0.988,
        "slew_headroom": 0.333,
        "max_freq_mhz": 67.1,
        "hold_ws_ns": 0.486,
        "slew_viol_final": 0,
        "period_minus_slack_ns": 14.90,
        "timing.final.ws_setup_ns": 6.10,
        "tns_ns": 0,
        "setup_viol": 0,
        "period_used_share": 0.710,
    },
    "layout": {
        "final_area_mm2": 0.0204,
        "fillers": 4453,
        "fin_util": 0.451,
        "final_common_cell": "nand2_1",
        "drive_gt1_frac": 0.0960,
        "syn_to_final_growth_pct": 11.7,
        "lay_top_cells": "279 x nand2_1, 215 x nor2_1, 181 x a21oi_1",
    },
    "global_routing": {
        "grt_antenna_before_repair": 0,
        "grt_overflow": 0,
        "grt_max_degree": 76,
        "grt_usage": 0.337,
        "grt_pass1_vias": 17900,
        "grt_pass1_wl_um": 115000,
    },
    "yosys": {
        "yosysSeqAreaShare": 0.205,
        "ys_cells": 2385,
        "ys_warn_count": 7,
        "ys_chip_area_mm2": 0.0183,
        "ys_ff": 150,
        "ys_types": 104,
        "syn_area_mm2": 0.0183,
        "synth-edff-count": 0,
        "syn_area_per_cell_um2": 7.68,
        "syn-instance-count": 2385,
        "async_reset_ff_frac": 1.00,
        "synth-main-ff-cell": "dfrtp_1",
    },
    "clock_network": {
        "cts_buffers": 17,
        "cts_max_level": 4,
        "cts-resized-gates": 0,
        "cts_sinks": 150,
        "cts_tree": "built",
        "cts_root_buf": "clkbuf_16",
        "clock_path_buffers": 2,
        "clkTransAtPathRegs_ns": 0.07,
        "clk_latency_ns": 0.44,
        "post_cts_buffers": 0,
        "cts_hold_buf": 0,
    },
    "floorplan": {
        "top_level_ports": 103,
        "die_y_um": 216,
        "fp.coreArea_mm2": 0.0453,
        "die_w_um": 216,
        "chipArea_mm2": 0.0466,
        "fp-utilization": 0.404,
        "num_rows": 78,
    },
    "power": {
        "power_density_mw_per_mm2": 98.0,
        "p_leak_nw": 8.31,
        "peakVddDrop_mv": 0.0447,
    },
    "min_path": {
        "min-delay-start": "RAtC.Calculation_Infinity_NaN_Frac[15]$_DFFE_PN0P_",
        "min_path_type": "reg -> reg",
    },
}
-- metal layers --
layer / wire [um] / track usage / vias up
li1: - / - / 8898
met2: 35000 / 0.524 / 1015
met3: 5890 / 0.0537 / 241
met4: 4760 / 0.163 / 0
met5: 0 / 0 / -
met1: 31700 / 0.465 / 9171
-- flip-flops by register name (all words and copies together), names as in the netlist, 2 cells and up --
signal,flops
RCtN.Normalization_Frac,28
RAtC.Calculation_Small_Frac,27
RAtC.Calculation_Exp,8
RAtC.Calculation_Rm,2
RCtN.Normalization_Rm,2
RAtC.Calculation_Infinity_NaN_Frac,22
RCtN.Normalization_Exp,8
RCtN.Normalization_Infinity_NaN_Frac,23
RAtC.Calculation_Large_Frac,24
-- report_power, final --
part	internal, mW	total, mW	leakage [nW]	switching (mW)
clock network	0.161	0.307	0.294	0.146
logic	0.492	1.26	6.15	0.768
registers	0.333	0.437	1.87	0.104
total	0.986	2.00	8.31	1.02
-- worst min-delay path by stage --
stage / endpoint / depth (start not counted)
CTS: RAtC.Calculation_Infinity_NaN_Frac[13]$_DFFE_PN0P_ / 1
global route: RAtC.Calculation_Infinity_NaN_Frac[15]$_DFFE_PN0P_ / 1
finish: RAtC.Calculation_Infinity_NaN_Frac[15]$_DFFE_PN0P_ / 1
-- cell families (layout without fill, tap and decap cells) --
logic type                 count (synthesis)  count (layout)  synth area share
buffers and inverters                    313             333            0.0679
muxes                                    151             151             0.110
adders and majority gates                117             117            0.0808
xor gates and xnor gates                  78              78            0.0373
and+or+nand+nor                          800             800             0.208
DFF                                      150             150             0.205
AOI/OAI and AO/OA                        776             776             0.291
-- synth_stat cells, types with 30 or more instances --
| master | n | area, um2 |
|---|---|---|
| a21oi_1 | 182 | 911 |
| a31oi_1 | 53 | 332 |
| clkbuf_1 | 133 | 499 |
| dfrtp_1 | 150 | 3750 |
| ha_1 | 115 | 1440 |
| inv_1 | 139 | 522 |
| mux2_2 | 53 | 597 |
| mux2i_1 | 63 | 631 |
| mux4_2 | 35 | 788 |
| nand2_1 | 279 | 1050 |
| nand3_1 | 55 | 275 |
| nor2_1 | 216 | 811 |
| nor3_1 | 47 | 235 |
| nor4_1 | 30 | 188 |
| o211ai_1 | 30 | 225 |
| o21ai_0 | 151 | 756 |
| xnor2_1 | 52 | 455 |
-- through the flow --
stage	std cells	power [mW]
floorplan	2385	1.20
global route	3005	2.11
detailed placement	2973	1.66
CTS	3005	1.98
global placement	2973	1.68
finish	3005	2.00
-- final cells by class --
cell class                 instances  area (um2)  share of cell area
multi-input combinational       1922       13400               0.654
clock buffer                      17         425              0.0208
timing repair buffer             155        1420              0.0692
clock inverter                    15         169             0.00826
inverter                         146         551              0.0269
sequential                       150        3750               0.184
tap                              600         751              0.0367
Power figures rest on the tool's default switching activity, not on a simulated workload.
