==> flow/run.sh <==
#!/bin/bash
# OpenROAD 26Q1-2900-gdf79404cd8, Yosys 0.63+post, stock flow scripts
make -C /OpenROAD-flow-scripts/flow DESIGN_CONFIG=/design/flow/config.mk WORK_HOME=/design/flow/orfs finish
==> flow/config.mk <==
export PLATFORM = sky130hd
export DESIGN_NAME = mul
export DESIGN_NICKNAME = mul
export VERILOG_FILES = /design/flow/design.v
export SDC_FILE = /design/flow/constraint.sdc
export NUM_CORES = 4
export LEC_CHECK = 1
export CORE_UTILIZATION = 30
==> flow/constraint.sdc <==
current_design mul

set clk_period 20.8
set clk_io_pct 0.2

create_clock -name clk0 -period $clk_period

set non_clock_inputs [all_inputs -no_clocks]
set_input_delay [expr $clk_period * $clk_io_pct] -clock clk0 $non_clock_inputs
set_output_delay [expr $clk_period * $clk_io_pct] -clock clk0 [all_outputs]
==> flow/design.v <==
module mul(a,b,out);
	input [23:0] a,b;
	output [47:0] out;
	wire [23:0] p0;
	wire [24:0] p1;
	wire [25:0] p2;
	wire [26:0] p3;
	wire [27:0] p4;
	wire [28:0] p5;
	wire [29:0] p6;
	wire [30:0] p7;
	wire [31:0] p8;
	wire [32:0] p9;
	wire [33:0] p10;
	wire [34:0] p11;
	wire [35:0] p12;
	wire [36:0] p13;
	wire [37:0] p14;
	wire [38:0] p15;
	wire [39:0] p16;
	wire [40:0] p17;
	wire [41:0] p18;
	wire [42:0] p19;
	wire [43:0] p20;
	wire [44:0] p21;
	wire [45:0] p22;
	wire [46:0] p23;
	wire [47:0]s1,s2,s3,s4,s5,s6,s7,s8,s9,s10,s11,s12,s13,s14,s15,s16,s17,s18,s19,s20,s21,s22,s23;
	assign p0={24{a[0]}} & b[23:0];
	assign p1={24{a[1]}} & b[23:0];
	assign p2={24{a[2]}} & b[23:0];
	assign p3={24{a[3]}} & b[23:0];
	assign p4={24{a[4]}} & b[23:0];
	assign p5={24{a[5]}} & b[23:0];
	assign p6={24{a[6]}} & b[23:0];
	assign p7={24{a[7]}} & b[23:0];
	assign p8={24{a[8]}} & b[23:0];
	assign p9={24{a[9]}} & b[23:0];
	assign p10={24{a[10]}} & b[23:0];
	assign p11={24{a[11]}} & b[23:0];
	assign p12={24{a[12]}} & b[23:0];
	assign p13={24{a[13]}} & b[23:0];
	assign p14={24{a[14]}} & b[23:0];
	assign p15={24{a[15]}} & b[23:0];
	assign p16={24{a[16]}} & b[23:0];
	assign p17={24{a[17]}} & b[23:0];
	assign p18={24{a[18]}} & b[23:0];
	assign p19={24{a[19]}} & b[23:0];
	assign p20={24{a[20]}} & b[23:0];
	assign p21={24{a[21]}} & b[23:0];
	assign p22={24{a[22]}} & b[23:0];
	assign p23={24{a[23]}} & b[23:0];
	assign s1= p0 + (p1<<1);
	assign s2= s1 + (p2<<2);
	assign s3= s2 + (p3<<3);
	assign s4= s3 + (p4<<4);
	assign s5= s4 + (p5<<5);
	assign s6= s5 + (p6<<6);
	assign s7= s6 + (p7<<7);
	assign s8= s7 + (p8<<8);
	assign s9= s8 + (p9<<9);
	assign s10= s9 + (p10<<10);
	assign s11= s10 + (p11<<11);
	assign s12= s11 + (p12<<12);
	assign s13= s12 + (p13<<13);
	assign s14= s13 + (p14<<14);
	assign s15= s14 + (p15<<15);
	assign s16= s15 + (p16<<16);
	assign s17= s16 + (p17<<17);
	assign s18= s17 + (p18<<18);
	assign s19= s18 + (p19<<19);
	assign s20= s19 + (p20<<20);
	assign s21= s20 + (p21<<21);
	assign s22= s21 + (p22<<22);
	assign s23= s22 + (p23<<23);
	assign out=s23;
endmodule
==> flow_metrics.py <==
# Physical implementation metrics
metrics = {
    "cells_and_area": {
        "ff_count": 0,
        "filler_cell_count": 6044,
        "drive_above_1_share_pct": 2.95,
        "regArea_sq_um": 0,
        "final_cell_mix": "fa_1, inv_1, nand2_1, and2_1, ha_1",
        "final-comb-area_sq_um": 16200,
        "areaGrowthSynthToFinish_pct": 9.97,
        "layout_top_cell": "fa_1",
        "clkbuf_count": 0,
    },
    "global_route": {
        "grt_pass1_wl_um": 78400,
        "global_route.usage.total_pct": 16.6,
        "gr-total-overflow": 0,
        "grt_start_max_net_pins": 25,
        "antenna_found_initial": 0,
        "grt_pass1_vias": 15000,
    },
    "critical_path": {
        "worst-path-buf-inv": 8,
        "category_of_cells_accounting_for_the_largest_share_of_critical_path_delay": "adder cells",
        "crit_arrival_ps": 11630,
        "worstSetupEndpointType": "output port",
        "cp_max_delay_cell": "fa_1",
        "most_frequent_cell_on_critical_path": "fa_1",
        "crit_required_ps": 16640,
        "slowest_delay_ps": 610,
        "critical_path.max_fanout": 24,
        "setup.worst_path.start_class": "input port",
        "worst-setup-path-type": "input port to output port",
    },
    "synth": {
        "register_area_share_after_synthesis_pct": 0,
        "synth.lib_cells_used.distinct": 50,
        "area_leaders": "fa_1, ha_1, inv_1, and2_1, nand2_1",
        "avg_synthesized_cell_area_sq_um": 8.92,
        "synth.cell_area_sq_um": 18400,
        "post-synth-top-area-fraction_pct": 52.7,
        "top_area_cell": "fa_1",
        "yosys_area_sq_um": 18400,
        "ys_cells": 2067,
        "number_of_instances_in_the_synthesized_netlist": 2067,
        "number_of_warnings_reported_in_the_yosys_synthesis_log": 0,
    },
    "final_timing": {
        "unrepaired_setup_endpoints_after_global_routing": "false",
        "slew-limit-headroom_pct": 43.5,
        "finalHoldViolations": 0,
        "min_clock_period_post_route_ps": 15790,
        "finalCritPeriodShare_pct": 75.9,
        "finalSetupTns_ps": 0,
        "setup_violations": 0,
        "transition_time_at_the_pin_with_the_least_slew_margin_ps": 844,
        "slew_viol_final": 0,
        "final.hold.worst_slack_ps": 9520,
        "max_freq_mhz": 63.3,
    },
    "floorplan": {
        "boundaryPins": 96,
        "number_of_core_rows": 90,
        "design.die.area_sq_um": 62500,
        "design.core.area_sq_um": 60600,
        "fp.dieW_um": 250,
        "fp_util_pct": 30.4,
        "chipHeight_um": 250,
    },
    "placed_design": {
        "detailedPlacementHpwl_um": 38600,
        "port_buffers": 96,
        "gpl.final_weighted_congestion": 0.902,
    },
    "routing": {
        "num_vias": 13400,
        "detail_route.wirelength_um": 46200,
        "dr.first_iter.drc_count": 450,
        "per_cell_via_count_in_the_routed_design": 4.65,
        "avgRoutedWirePerCell_um": 16.0,
        "drc_errors": 0,
        "drtAntennaViolNets": 0,
        "first_pass_iters": 5,
        "antenna_cells": 0,
    },
    "outcome": {
        "outcome": "complete, no violations",
    },
    "min_path": {
        "hold_path_class": "input port to output port",
    },
    "clock_tree": {
        "post_cts_resized": 0,
        "holdBufCountCts": 0,
        "cts.repair_timing.setup_buffer_count": 0,
    },
    "flow_run": {
        "max-cap-violations": 0,
        "warnings": 32,
    },
}
==> cell type report <==
class	instances	area share, %
Timing Repair Buffer	141	6.40
Multi-Input combinational cell	1482	80.0
Inverter	476	8.81
Tap cell	782	4.82
==> final timing paths <==
kind / start / end / cells after the start
setup / recovery: a[20] / out[46] / 25
hold / removal: b[0] / out[0] / 4
==> synth_stat cells, types with 5 or more instances <==
cell / n
fa_1: 486
inv_1: 476
nand2_1: 354
and2_1: 256
ha_1: 165
clkbuf_1: 101
a21oi_1: 39
xnor2_1: 24
nor2_1: 23
o21ai_0: 22
xor2_1: 17
nand4_1: 11
a21o_1: 10
nand3_1: 10
nor3_1: 7
o21ai_1: 6
a211oi_1: 5
buf_2: 5
o21a_1: 5
==> stage by stage <==
| step | area [sq um] | utilization, % | std cells | setup WS, ps |
|---|---|---|---|---|
| after global routing | 20300 | 33.5 | 2881 | 4670 |
| after detailed placement | 20300 | 33.5 | 2881 | 5040 |
| after global placement | 20300 | 33.5 | 2881 | 5060 |
| after CTS | 20300 | 33.5 | 2881 | 5000 |
| final | 20300 | 33.5 | 2881 | 5010 |
| after floorplan | 18400 | - | 2067 | 6540 |
==> kinds of logic (layout without fill, tap and decap cells) <==
group                    Yosys count  after routing  share of synthesized area, %
buffers and inverters            585            617                          12.1
adder cells (fa/ha/maj)          651            651                          63.9
AND/OR/NAND/NOR                  672            672                          17.6
XOR/XNOR                          41             41                          1.95
AND-OR/OR-AND                    118            118                          4.47
==> metal layers <==
metal	up-vias	part of all wire (%)	global-route usage, %
met5	-	0	0
met3	54	9.3	6.49
li1	6062	-	-
met1	6780	40	21.9
met2	501	49	26.6
met4	0	2.4	3.10
==> tightest hold or removal path, stage by stage <==
cell and delay [ps]:
clkdlybuf4s50_1 400, buf_4 230, and2_1 170, clkdlybuf4s50_1 390
